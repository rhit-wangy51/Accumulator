### ./config.mk
export PLATFORM = sky130hd
export DESIGN_NAME = sp16
export DESIGN_NICKNAME = sp16
export VERILOG_FILES = /design/flow/design.v
export SDC_FILE = /design/flow/constraint.sdc
export NUM_CORES = 4
export LEC_CHECK = 1
export CORE_AREA = 10 10 80 80
export DIE_AREA = 0 0 90 90
### ./design.v
module sp16(
	input [15:0] In,
	input [0:0] E,
	input [0:0] reset,
	input [0:0] CLK,
	output reg [15:0] Out
);
always @ (posedge CLK, posedge reset) begin  
	if(reset==1'b1)
		Out <= 16'h02FE; 
	else if(E == 1'b1)
		Out <= In;
	else
		Out <= Out; 
end
endmodule
### ./run.sh
#!/bin/bash
# OpenROAD 26Q1-2900-gdf79404cd8, Yosys 0.63+post, stock flow scripts
make -C /OpenROAD-flow-scripts/flow DESIGN_CONFIG=/design/flow/config.mk WORK_HOME=/design/flow/orfs finish
### ./constraint.sdc
current_design sp16

set clk_period 1.1
set clk_io_pct 0.2

create_clock -name clk0 -period $clk_period [get_ports {CLK}]

set non_clock_inputs [all_inputs -no_clocks]
set_input_delay [expr $clk_period * $clk_io_pct] -clock clk0 $non_clock_inputs
set_output_delay [expr $clk_period * $clk_io_pct] -clock clk0 [all_outputs]
==> results.yml <==
# yosys + openroad results
power_and_ir_drop:
  p_leak_nw: 0.518
  powerDensity_nw_per_um2: 1160
  vdd_ir_drop_max_uv: 290
clock_network:
  clkSinkCount: 16
  cts_buffers: 3
  cts.clk_slew.worst_paths_ns: 0.05
  clk_latency_ns: 0.22
  clockRootBuffer: "clkbuf_8"
  cts_max_level: 1
  cts_buffer_depth: 2
  ctsHoldBuffers: 0
  cts_tree: "done"
floorplanning:
  dieArea_um2: 8100
  chipWidth_um: 90
  core_area_um2: 4720
  fp.dieH_um: 90
  rows: 25
  initial_core_util: 0.140
  io_pins: 35
logic_synthesis:
  ys_sh_adder: 0
  ys_sh_simple: 0
  ys_ff: 16
  yosys_cells: 35
  yosysUniqueCellTypes: 7
  syn_avg_cell_area_um2: 18.9
  ys_sh_aoi: 0
  ys_sh_xor: 0
  syn_inst: 35
  syn-cell-area_um2: 663
  top_logic_kind: "multiplexers"
  yosys_warnings: 1
  ys_sh_mux: 0.328
  yosysSeqAreaShare: 0.619
  ys_chip_area_um2: 663
sta:
  period_minus_slack_ns: 1.05
  skew_ns: 0
  slew-limit-headroom: 0.874
  finalCritPeriodShare: 0.958
  hold_viol: 0
  rsz0062_at_grt: "yes"
  finalSetupViolations: 0
  drv_slew: 0
  fmax_ghz: 0.949
  worst_pin_slew_ns: 0.188
placement:
  port-buffer-count: 34
  place_area_um2: 1110
  routabilityCongestion: 0.715
  dp.final_hpwl_um: 1430
global_route:
  grt_pass1_wl_um: 2680
  grt_remaining_overflow: 0
  antenna_found_initial: 0
  grt_max_degree: 13
  first_global_vias: 508
  grt.total_usage: 0.0410
critical_path:
  critPathSlowestCell: "dfstp_2"
  cp.arrival_ns: 0.83
  cp_num_buf_inv: 1
  required_ns: 0.88
  path_delay_family: "flip-flops"
  cpPeakStageDelay_ns: 0.52
  cp_num_cells: 1
  ff2ff_path_depth: 3
  cp-end-kind: "output port"
  crit_chain: "buf_2"
  worst_setup_path_start_kind: "register"
  path_class: "register to output port"
  crit_fanout: 2
drt:
  drtIter0Drc: 10
  first_pass_iters: 2
  drt-total-wl_um: 1770
  via_count: 448
  antenna_left: 0
  drcViolationCount: 0
  wire_per_inst_um: 12.0
  antennaDiodeCount: 0
  drt-vias-per-instance: 3.03
layout:
  layout.cells.most_common: "clkdlybuf4s50_1"
  fillers: 505
  area_growth_pct: 75.3
  largest_register_ffs: 16
  drive_gt1_frac: 0.568
  reg_top3: "Out (16)"
  fin_util: 0.246
  final-seq-area_um2: 410
  lay_top_cells: "17 x clkdlybuf4s50_1, 10 x mux2_4"
  largest_register: "Out"
  combGateArea_um2: 218
  fin_area_um2: 1160
run_status:
  status: "finished, final reports clean"
run:
  drv_cap: 0
  tool_warnings: 47
hold_path:
  min_path_type: "input pin to async pin"
-- cell families after synthesis --
kind of cell,after synthesis
buffers and inverters,3
DFF,16
muxes,16
-- area by class of cell --
cell class	instances	area share
Multi-Input combinational cell	16	0.187
Timing Repair Buffer	45	0.349
Clock buffer	3	0.0355
Tap cell	67	0.0721
Inverter	1	0.00323
Sequential cell	16	0.353
-- path summary, 6_finish.rpt --
check | slack (ns) | to | from
min | 0.33 | Out[14]$_DFFE_PP0P_ | reset[0]
min in group clk0 | 0.51 | Out[0]$_DFFE_PP0P_ | Out[0]$_DFFE_PP0P_
max reg2reg | 0.12 | Out[8]$_DFFE_PP0P_ | Out[8]$_DFFE_PP0P_
min reg2reg | 0.51 | Out[0]$_DFFE_PP0P_ | Out[0]$_DFFE_PP0P_
max in group asynchronous | 0.57 | Out[9]$_DFFE_PP1P_ | reset[0]
max | 0.05 | Out[7] | Out[7]$_DFFE_PP1P_
-- layer usage --
layer | part of all wire | GRT usage | up-vias
met5 | 0 | 0 | -
li1 | - | - | 214
met3 | 0.044 | 0.0117 | 2
met1 | 0.47 | 0.0543 | 215
met4 | 0.0045 | 0.00663 | 0
met2 | 0.48 | 0.0660 | 17
-- what timing repair did --
item,CTS,global route
resized,38,6
gates cloned,0,1
buffers inserted,3,1
setup endpoints to repair,22,20
-- through the flow --
stage	worst slack [ns]	cells	hold slack (ns)	total power [mW]	setup TNS [ns]
5_1_grt	-0.0214	148	0.323	1.52	-0.0905
6_report	0.0466	148	0.329	1.35	0
2_1_floorplan	0.218	35	0.128	0.804	0
3_3_place_gp	-0.250	140	0.495	1.02	-4.37
3_5_place_dp	-0.273	140	0.499	1.03	-4.62
4_1_cts	0.000146	146	0.311	1.45	0
-- synth_stat cells, drive strengths merged --
library cell,n,area share
buf,2,0.047
dfstp,8,0.32
inv,1,0.0057
mux2,16,0.33
dfrtp,8,0.30
-- where the power goes --
| group | internal (mW) | total (mW) | switching, mW |
|---|---|---|---|
| clock network | 0.237 | 0.350 | 0.113 |
| logic | 0.225 | 0.295 | 0.0699 |
| registers | 0.672 | 0.701 | 0.0291 |
| total | 1.13 | 1.35 | 0.212 |
Power and IR drop assume default switching activity.
